===== flow/design.v =====
module cla5_bit(
    input [4:0] A, B,
    input c0,
    output [4:0] S,
    output c_out
    );
    wire c1, c2, c3, c4, c5;
    wire p0, p1, p2, p3, p4;
    wire g0, g1, g2, g3, g4;
    and And0(g0, A[0], B[0]);
    and And1(g1, A[1], B[1]);
    and And2(g2, A[2], B[2]);
    and And3(g3, A[3], B[3]);
    and And4(g4, A[4], B[4]);
    or Or0(p0, A[0], B[0]);
    or Or1(p1, A[1], B[1]);
    or Or2(p2, A[2], B[2]);
    or Or3(p3, A[3], B[3]);
    or Or4(p4, A[4], B[4]);
    wire c1a1;
    and c1and1(c1a1, p0, c0);
    or  c1or1(c1, c1a1, g0);
    xor s0xor1(S[0], A[0], B[0], c0);
    wire c2a2, c2a1;
    and c2and1(c2a1, p1, g0);
    and c2and2(c2a2, p1, p0, c0);
    or  c2or1(c2, c2a2, c2a1, g1);
    xor s1xor1(S[1], A[1], B[1], c1);
    wire c3a3, c3a2, c3a1;
    and c3and1(c3a1, p2, g1);
    and c3and2(c3a2, p2, p1, g0);
    and c3and3(c3a3, p2, p1, p0, c0);
    or  c3or1(c3, c3a3, c3a2, c3a1, g2);
    xor s2xor1(S[2], A[2], B[2], c2);
    wire c4a4, c4a3, c4a2, c4a1;
    and c4and1(c4a1, p3, g2);
    and c4and2(c4a2, p3, p2, g1);
    and c4and3(c4a3, p3, p2, p1, g0);
    and c4and4(c4a4, p3, p2, p1, p0, c0);
    or  c4or1(c4, c4a4, c4a3, c4a2, c4a1, g3);
    xor s3xor1(S[3], A[3], B[3], c3);
    wire c5a5, c5a4, c5a3, c5a2, c5a1;
    and c5and1(c5a1, p4, g3);
    and c5and2(c5a2, p4, p3, g2);
    and c5and3(c5a3, p4, p3, p2, g1);
    and c5and4(c5a4, p4, p3, p2, p1, g0);
    and c5and5(c5a5, p4, p3, p2, p1, p0, c0);
    or  c5or1(c5, c5a5, c5a4, c5a3, c5a2, c5a1, g4);
    xor s4xor1(S[4], A[4], B[4], c4);
    assign c_out = c5;
endmodule

===== flow/run.sh =====
#!/bin/bash
# OpenROAD 26Q1-2900-gdf79404cd8, Yosys 0.63+post, stock flow scripts
make -C /OpenROAD-flow-scripts/flow DESIGN_CONFIG=/design/flow/config.mk WORK_HOME=/design/flow/orfs finish

===== flow/config.mk =====
export PLATFORM = sky130hd
export DESIGN_NAME = cla5_bit
export DESIGN_NICKNAME = cla5_bit
export VERILOG_FILES = /design/flow/design.v
export SDC_FILE = /design/flow/constraint.sdc
export NUM_CORES = 4
export LEC_CHECK = 1
export CORE_AREA = 10 10 70 70
export DIE_AREA = 0 0 80 80

===== flow/constraint.sdc =====
current_design cla5_bit

set clk_period 2.2
set clk_io_pct 0.2

create_clock -name clk0 -period $clk_period

set non_clock_inputs [all_inputs -no_clocks]
set_input_delay [expr $clk_period * $clk_io_pct] -clock clk0 $non_clock_inputs
set_output_delay [expr $clk_period * $clk_io_pct] -clock clk0 [all_outputs]

==> results.txt <==
Synthesis and PnR results.

- The post-route utilization of the core is recorded as 0.187.
- The pre-antenna-repair detailed-routing pass consisted of 6 iterations.
- The start point of the worst hold path reads A[4].
- The power report attributes to the combinational group a share of 1.000.
- The post-route DRC violation count is 0.
- According to the dpl log, the detail-placed design has an HPWL of 735 microns.
- The synthesized area per cell reads 7.28 sq um.
- The share of synthesized area in the top cell type comes to 0.382.
- The peak fanout along the critical path is 2.
- The portion of the clock cycle consumed by the worst path in the final layout is 0.961.
- The headroom to the max-slew limit reads 0.824.
- The synthesized-area fraction occupied by and/or/nand/nor cells reads 0.122.
- The data arrival time of the critical path is 1.68 ns.
- The class of the tightest hold or removal check is primary input to output pin.
- The yosys stat cell total reads 45.
- The sequential area share after synthesis is 0.
- After synthesis, the largest family of logic cells by area is adder cells.
- The power per cell area is 201 mW/mm^2.
- The aoi/oai-family share of the synthesized area reads 0.141.
- The synthesized netlist cell count reads 45.
- The tally of yosys warning messages is 0.
- The sort of element at the end of the critical path is an output pin.
- The number of pins exceeding their max-slew limit in the final report is 0.
- The end point of the worst hold path is c_out.
- RePlAce ended its routability-driven mode at a weighted congestion of 0.774.
- The via count is 354.
- The number of DRC markers after the initial detailed-route iteration reads 4.
- The floorplan die width reads 80 microns.
- The share of total power in the clock network is 0.
- After floorplanning, the die was sized to cover 0.00640 sq mm.
- The netlist uses 14 different library cells.
- Per the detail_route report, vias per standard cell equal 3.08.
- The remaining number of nets flagged by the antenna check after routing is 0.
- The power report attributes to the sequential group a share of 0.
- The number of max-capacitance violations reported reads 0.
- The post-detailed-route wirelength per cell reads 7.14 microns.
- The transition time at the pin with the least slew margin reads 0.264 ns.
- The global-route wire length before repair reads 1.52 mm.
- Ranked by instance count, the synthesized netlist is headed by sky130_fd_sc_hd__inv_1, sky130_fd_sc_hd__ha_1, sky130_fd_sc_hd__nor2_1.
- Counting instances, the worst hold path has a depth of 5.
- In the floorplan report the effective utilization is 0.0960.
- The internal power reads 0.0786 mW.
- The number of rows in the core area reads 21.
- The minimum period implied by the final worst setup slack reads 2.12 ns.
- The sum of negative setup slack is 0 ns.
- The area added between synthesis and finish is 95.0%.
- The switching portion of total power is 0.388.
- The setup-violating endpoint count in the final report is 0.
- The yosys synthesis chip area is 328 sq um.
- The mapped netlist covers 328 sq um.
- The total power of the final layout is 0.128 mW.
- Leaving out filler cells and counting taps, the final layout contains 115.
- Pin placement for this block handled 17 I/O pins.
- The warning total across the stage logs is 39.
- The XOR/XNOR share of the synthesized area is 0.0802.
- The run finished with clean final reports.
- The die span in y is 80 microns.
- The layout summary lists the proportion of cells stronger than drive strength 1 as 0.406.
- The worst endpoint required time is 1.76 ns.
- The cell-mix breakdown from Yosys lists the adder-cell area share as 0.443.
- The floorplan step defined a core boundary enclosing 0.00342 sq mm.
- Summing all multiplexer cells gives an area fraction of 0.0305.
- The peak supply drop reads 51.4 uV.
- The final count of hold timing violations reads 0.
- Per the layout area report, the register area comes to 0 sq um.
- The routed wire length reads 821 microns.
- In the post-route analysis, the smallest setup slack over all paths is 0.0848 ns.
- The switching power of the nets reads 0.0498 mW.
- For reference, the most critical setup path is categorized as primary input to output pin.
- The startpoint type of the worst setup path is a primary input.
- The port buffer count reads 17.
- The total grt overflow reads 0.
- The number of global-route vias before repair is 360.
- The fmax reads 0.473 GHz.
- The cell count after placement reads 113.
- The leakage power total reads 0.328 nW.
- The sequential cell count is 0.
- By area the synthesized netlist is led by sky130_fd_sc_hd__ha_1, sky130_fd_sc_hd__inv_1, sky130_fd_sc_hd__xnor2_1.
- The number of antenna violations at the first check in global routing came to 0.
- The total inserted antenna cells reads 0.
- In the final layout, the clock buffer count is 0.
- The global-route usage over all layers reads 0.0266.
- The maximum number of pins on one net before global-route repair reads 5.
- The pre-CTS worst setup slack is -0.710 ns.
- The largest area contributor in the netlist is sky130_fd_sc_hd__ha_1.
- The most numerous cell in the Yosys netlist reads sky130_fd_sc_hd__inv_1.
- Setup repair after global routing could not meet its margin everywhere.
[timing repair]
item / 4_1_cts / 5_1_grt
setup buffers: 2 / 0
pin swaps: 6 / 5
gates resized: 38 / 6
hold buffers: 0 / 0
setup endpoints to repair: 6 / 5
[power groups by stage]
stage                 logic [mW]  registers [mW]  clock network, mW
after CTS                  0.131               0                  0
final                      0.128               0                  0
after global routing       0.147               0                  0
[critical path, cell delays in order]
cell and delay [ns]:
sky130_fd_sc_hd__buf_2 0.10, sky130_fd_sc_hd__inv_2 0.03, sky130_fd_sc_hd__ha_1 0.18, sky130_fd_sc_hd__nand2b_4 0.15, sky130_fd_sc_hd__a221oi_4 0.30, sky130_fd_sc_hd__nor2_2 0.06
sky130_fd_sc_hd__buf_4 0.14, sky130_fd_sc_hd__o31ai_2 0.16, sky130_fd_sc_hd__buf_2 0.12
[placed cells by master, fill, tap and decap left out, types with 2 or more instances in the layout]
master / instances
sky130_fd_sc_hd__a21oi_1: 2
sky130_fd_sc_hd__clkbuf_2: 2
sky130_fd_sc_hd__ha_2: 3
sky130_fd_sc_hd__nor2_1: 4
sky130_fd_sc_hd__clkdlybuf4s15_1: 2
sky130_fd_sc_hd__dlygate4sd2_1: 5
sky130_fd_sc_hd__ha_1: 5
sky130_fd_sc_hd__clkdlybuf4s50_1: 3
sky130_fd_sc_hd__buf_4: 7
sky130_fd_sc_hd__xnor2_1: 2
sky130_fd_sc_hd__nand2_1: 2
sky130_fd_sc_hd__inv_2: 4
sky130_fd_sc_hd__ha_4: 2
sky130_fd_sc_hd__buf_2: 4
sky130_fd_sc_hd__inv_1: 12
[worst max path at each step]
stage                 from    end  cells after the start
final                 A[0]  c_out                      9
after global routing  A[1]  c_out                      8
after CTS             B[1]   S[4]                      7
[metal layers]
metal,up-vias,track usage,part of all wire
li1,186,-,-
met1,160,0.0357,0.44
met2,8,0.0457,0.50
met3,0,0.00455,0.061
met4,0,0,0
met5,-,0,0
[cell type report]
type                            instances  area [sq um]
Fill cell                             400          2780
Inverter                               16          60.1
Multi-Input combinational cell         29           333
Tap cell                               46          57.6
Timing Repair Buffer                   24           189
[through the flow]
| step | instance area (sq um) | hold WS, ns |
|---|---|---|
| 6_report | 639 | 1.42 |
| 5_1_grt | 639 | 1.47 |
| 4_1_cts | 634 | 1.44 |
| 3_5_place_dp | 593 | 1.96 |
| 3_3_place_gp | 593 | 1.96 |
| 2_1_floorplan | 328 | 1.07 |
[logic make-up after synthesis]
logic type      after synthesis
fa+ha+maj                    11
mux                           1
buf+inv                      16
xor+xnor                      3
compound gates                5
simple gates                  9
Power is estimated from default activity; no workload was simulated.

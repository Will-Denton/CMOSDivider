===== ./run.sh =====
#!/bin/bash
# OpenROAD 26Q1-2900-gdf79404cd8, Yosys 0.63+post, stock flow scripts
make -C /OpenROAD-flow-scripts/flow DESIGN_CONFIG=/design/flow/config.mk WORK_HOME=/design/flow/orfs finish

===== ./config.mk =====
export PLATFORM = sky130hd
export DESIGN_NAME = divider
export DESIGN_NICKNAME = divider
export VERILOG_FILES = /design/flow/design.v
export SDC_FILE = /design/flow/constraint.sdc
export NUM_CORES = 4
export LEC_CHECK = 1
export CORE_AREA = 10 10 70 70
export DIE_AREA = 0 0 80 80

===== ./design.v =====
module divider(
    input [11:0] data_input_1,  
    input [11:0] data_input_2,  
    input clk,                  
    output [11:0] data_output,  
    output done                 
    );
    wire sign;
    xor(sign, data_input_1[11], data_input_2[11]);
    wire[4:0] out_exp_temp, out_exp_temp_norm;
    assign out_exp_temp = data_input_1[10:6] - data_input_2[10:6] + 5'd15;
    assign out_exp_temp_norm = out_exp_temp - 5'd1;
    wire[6:0] mantissa_1_leading_1, mantissa_2_leading_1;
    assign mantissa_1_leading_1 = {1'b1, data_input_1[5:0]};
    assign mantissa_2_leading_1 = {1'b1, data_input_2[5:0]};
    wire[13:0] mantissa_1_shifted;
    assign mantissa_1_shifted = {mantissa_1_leading_1, 7'd0}; 
    wire[6:0] div_mantissa_raw;
    wire[6:0] div_mantissa_result;
    wire[4:0] mantissa_correction;  
    assign {div_mantissa_result, mantissa_correction} = (div_mantissa_raw[6] == 1'b1) ? {div_mantissa_raw, 5'b0} : 12'bz;
    assign {div_mantissa_result, mantissa_correction} = (div_mantissa_raw[6:5] == 2'b01) ? {div_mantissa_raw[5:0], 1'b0, 5'd1} : 12'bz;
    assign {div_mantissa_result, mantissa_correction} = (div_mantissa_raw[6:4] == 3'b001) ? {div_mantissa_raw[4:0], 2'b0, 5'd2} : 12'bz;
    assign {div_mantissa_result, mantissa_correction} = (div_mantissa_raw[6:3] == 4'b0001) ? {div_mantissa_raw[3:0], 3'b0, 5'd3} : 12'bz;
    assign {div_mantissa_result, mantissa_correction} = (div_mantissa_raw[6:2] == 5'b00001) ? {div_mantissa_raw[2:0], 4'b0, 5'd4} : 12'bz;
    assign {div_mantissa_result, mantissa_correction} = (div_mantissa_raw[6:1] == 6'b000001) ? {div_mantissa_raw[1:0], 5'b0, 5'd5} : 12'bz;
    assign {div_mantissa_result, mantissa_correction} = (div_mantissa_raw[6:0] == 7'b0000001) ? {div_mantissa_raw[0], 6'b0, 5'd6} : 12'bz;
    assign {div_mantissa_result, mantissa_correction} = (div_mantissa_raw[6:0] == 7'b0) ? {div_mantissa_raw, 5'b0} : 12'bz;
    wire[6:0] out_mantissa_temp;
    assign out_mantissa_temp = div_mantissa_result[6:0];
    wire leading_mantissa_one;
    assign leading_mantissa_one = out_mantissa_temp[6];
    assign data_output = (leading_mantissa_one) ? {sign, out_exp_temp, out_mantissa_temp[5:0]} : {sign, out_exp_temp_norm, out_mantissa_temp[4:0] << 1};
endmodule

===== ./constraint.sdc =====
current_design divider

set clk_period 2.3
set clk_io_pct 0.2

create_clock -name clk0 -period $clk_period

set non_clock_inputs [all_inputs -no_clocks]
set_input_delay [expr $clk_period * $clk_io_pct] -clock clk0 $non_clock_inputs
set_output_delay [expr $clk_period * $clk_io_pct] -clock clk0 [all_outputs]

==> metrics.log <==
[flow] summary of implementation run
[metrics] DRT Wirelength: 809 µm
[metrics] register area: 0 µm²
[metrics] kind of end point of the critical path: primary output
[metrics] DRC violation count after routing: 0
[metrics] mean routed wirelength per cell: 8.43 µm
[metrics] PortBufs: 18
[metrics] number of synthesis warnings: 28
[metrics] Static Leakage: 0.250 nW
[metrics] post-layout total power: 0.119 mW
[metrics] maxcap violations: 0
[metrics] number of warnings in the stage logs: 45
[metrics] Pre-antenna DRT Iters: 1
[metrics] Worst Path Max Fanout: 2
[metrics] pre-CTS WS: -0.638 ns
[metrics] critical path class: in2out
[metrics] Yosys Chip Area: 258 µm²
[metrics] data arrival at the endpoint of the critical path: 1.78 ns
[metrics] post-synthesis cell count: 32
[metrics] unrepaired setup endpoints after global routing: no
[metrics] final non-filler cell total: 96
[metrics] layout clock buffer count: 0
[metrics] worst path setup slack after routing: 0.0624 ns
[metrics] final sum of negative setup slack: 0 ns
[metrics] tally of unique sky130hd cells used after synthesis: 9
[metrics] commonest non-fill, non-tap cells in the layout: sky130_fd_sc_hd__inv_2 (7), sky130_fd_sc_hd__ha_4 (7), sky130_fd_sc_hd__conb_1 (7), sky130_fd_sc_hd__clkdlybuf4s50_1 (7)
[metrics] number of DRC markers in iteration 0: 0
[metrics] worst voltage drop across the vdd grid: 0.0315 mV
[metrics] initial antenna violation count: 0
[metrics] Synth area leaders: sky130_fd_sc_hd__ha_1 (34%), sky130_fd_sc_hd__buf_4 (23%), sky130_fd_sc_hd__xnor2_1 (14%)
[metrics] DPL Wire Length: 681 µm
[metrics] power density over the cells: 212 nW/µm²
[metrics] number of slew-limit violations in the final report: 0
[metrics] Synth-to-Final Area Change: 118%
[metrics] Seq Cell Count: 0
[metrics] total cells reported by yosys after synthesis: 32
[metrics] element type at the critical path start: input pin
[metrics] weighted congestion reported at the end of routability-driven placement: 0.724
[metrics] antenna cells: 0
[metrics] first-pass GRT wire length: 1.19 mm
[metrics] Max Clock Freq: 0.447 GHz
[metrics] aggregate global routing overflow: 0
[metrics] post-synthesis average cell area: 8.05 µm²
[metrics] sequential share of the synthesized area: 0
[metrics] Floorplan Utilization: 0.0755
[metrics] Final Setup Violations: 0
[metrics] number of rows in the core area: 21
[metrics] Die Y-Extent: 80 µm
[metrics] Mapped Area: 258 µm²
[metrics] share of the synthesized area in the top cell type: 0.340
[metrics] number of vias after detailed routing: 228
[metrics] largest net degree at the start of global routing: 3
[metrics] hold violation count in the final report: 0
[metrics] floorplan die width: 80 µm
[metrics] GRT Resource Usage Total: 0.0229
[metrics] post-route ant nets: 0
[metrics] Std-Cell Core Area: 3420 µm²
[metrics] I/O pins: 38
[metrics] Hold Crit Class: in2out
[metrics] time the worst path needs with I/O delays and setup: 2.24 ns
[metrics] cycle use final: 0.973
[metrics] area leader, netlist: sky130_fd_sc_hd__ha_1
[metrics] result of the run: completed
[metrics] ratio of cells with drive above 1 in the final layout: 0.460
[metrics] number of global-route vias before repair: 265
[metrics] chip area: 6400 µm²
[metrics] via density per instance: 2.38
[metrics] Worst EP required: 1.84 ns
[metrics] cell count after placement: 95
## metrics by stage
step | instance area (µm²) | utilization | hold slack, ns
after global placement | 465 | 0.136 | 1.86
after detailed placement | 465 | 0.136 | 1.86
after global routing | 563 | 0.165 | 1.63
after CTS | 529 | 0.155 | 1.63
final | 563 | 0.165 | 1.58
after floorplan | 280 | - | 1.00
## Yosys cell counts (all sizes together)
| cell | number |
|---|---|
| xnor2 | 4 |
| conb | 1 |
| fa | 1 |
| a21o | 1 |
| buf | 8 |
| a21oi | 1 |
| xor2 | 1 |
| inv | 8 |
| ha | 7 |
## routing by layer
layer  GRT usage  wire length, µm  vias to the layer above
met5           0                0                        -
met4           0                0                        0
met3     0.00795              103                        0
met2      0.0449              409                       13
met1      0.0239              296                       98
li1            -                -                      117
## power by group
group          leakage, nW  internal (mW)  switching (mW)
registers                0              0               0
logic                0.250         0.0782          0.0409
clock network            0              0               0
## path summary, 6_finish.rpt
kind	from	end	slack (ns)	cells past startpoint
worst max-delay path	data_input_1[8]	data_output[10]	0.06	7
worst min-delay path	data_input_1[9]	data_output[10]	1.58	6
## repair_timing
item,in CTS,in global routing
pin swaps,8,8
buffers inserted,1,0
endpoints found under the setup margin,4,3
gates resized,29,12
hold buffers,0,0
## cell families (layout without fill, tap and decap cells)
logic type	after synthesis	after routing	share of synthesized area
xor gates and xnor gates	5	5	0.170
adders and majority gates	8	8	0.417
AOI/OAI and AO/OA	2	2	0.0485
buffers and inverters	16	28	0.350
other	1	7	0.0145
## cell type report
cell class                 count  area (µm²)
timing repair buffer          20         176
tap                           46        57.6
multi-input combinational     22         299
fill                         382        2850
inverter                       8        30.0
## worst max-delay path, stage by stage
cell                            delay, ns
sky130_fd_sc_hd__dlygate4sd2_1       0.26
sky130_fd_sc_hd__ha_4                0.26
sky130_fd_sc_hd__ha_4                0.23
sky130_fd_sc_hd__a21o_1              0.19
sky130_fd_sc_hd__a21oi_4             0.16
sky130_fd_sc_hd__xnor2_1             0.12
sky130_fd_sc_hd__buf_2               0.11
Power and IR drop assume default switching activity.

--- ./design.v ---
module cla_8bit(
    input [7:0] A, B,
    input c0,
    output [7:0] S,
    output c_out
    );
    wire c1, c2, c3, c4, c5, c6, c7, c8;
    wire p0, p1, p2, p3, p4, p5, p6, p7;
    wire g0, g1, g2, g3, g4, g5, g6, g7;
    and And0(g0, A[0], B[0]);
    and And1(g1, A[1], B[1]);
    and And2(g2, A[2], B[2]);
    and And3(g3, A[3], B[3]);
    and And4(g4, A[4], B[4]);
    and And5(g5, A[5], B[5]);
    and And6(g6, A[6], B[6]);
    and And7(g7, A[7], B[7]);
    or Or0(p0, A[0], B[0]);
    or Or1(p1, A[1], B[1]);
    or Or2(p2, A[2], B[2]);
    or Or3(p3, A[3], B[3]);
    or Or4(p4, A[4], B[4]);
    or Or5(p5, A[5], B[5]);
    or Or6(p6, A[6], B[6]);
    or Or7(p7, A[7], B[7]);
    wire c1a1;
    and c1and1(c1a1, p0, c0);
    or  c1or1(c1, c1a1, g0);
    xor s0xor1(S[0], A[0], B[0], c0);
    wire c2a2, c2a1;
    and c2and1(c2a1, p1, g0);
    and c2and2(c2a2, p1, p0, c0);
    or  c2or1(c2, c2a2, c2a1, g1);
    xor s1xor1(S[1], A[1], B[1], c1);
    wire c3a3, c3a2, c3a1;
    and c3and1(c3a1, p2, g1);
    and c3and2(c3a2, p2, p1, g0);
    and c3and3(c3a3, p2, p1, p0, c0);
    or  c3or1(c3, c3a3, c3a2, c3a1, g2);
    xor s2xor1(S[2], A[2], B[2], c2);
    wire c4a4, c4a3, c4a2, c4a1;
    and c4and1(c4a1, p3, g2);
    and c4and2(c4a2, p3, p2, g1);
    and c4and3(c4a3, p3, p2, p1, g0);
    and c4and4(c4a4, p3, p2, p1, p0, c0);
    or  c4or1(c4, c4a4, c4a3, c4a2, c4a1, g3);
    xor s3xor1(S[3], A[3], B[3], c3);
    wire c5a5, c5a4, c5a3, c5a2, c5a1;
    and c5and1(c5a1, p4, g3);
    and c5and2(c5a2, p4, p3, g2);
    and c5and3(c5a3, p4, p3, p2, g1);
    and c5and4(c5a4, p4, p3, p2, p1, g0);
    and c5and5(c5a5, p4, p3, p2, p1, p0, c0);
    or  c5or1(c5, c5a5, c5a4, c5a3, c5a2, c5a1, g4);
    xor s4xor1(S[4], A[4], B[4], c4);
    wire c6a6, c6a5, c6a4, c6a3, c6a2, c6a1;
    and c6and1(c6a1, p5, g4);
    and c6and2(c6a2, p5, p4, g3);
    and c6and3(c6a3, p5, p4, p3, g2);
    and c6and4(c6a4, p5, p4, p3, p2, g1);
    and c6and5(c6a5, p5, p4, p3, p2, p1, g0);
    and c6and6(c6a6, p5, p4, p3, p2, p1, p0, c0);
    or  c6or1(c6, c6a6, c6a5, c6a4, c6a3, c6a2, c6a1, g5);
    xor s5xor1(S[5], A[5], B[5], c5);
    wire c7a7, c7a6, c7a5, c7a4, c7a3, c7a2, c7a1;
    and c7and1(c7a1, p6, g5);
    and c7and2(c7a2, p6, p5, g4);
    and c7and3(c7a3, p6, p5, p4, g3);
    and c7and4(c7a4, p6, p5, p4, p3, g2);
    and c7and5(c7a5, p6, p5, p4, p3, p2, g1);
    and c7and6(c7a6, p6, p5, p4, p3, p2, p1, g0);
    and c7and7(c7a7, p6, p5, p4, p3, p2, p1, p0, c0);
    or  c7or1(c7, c7a7, c7a6, c7a5, c7a4, c7a3, c7a2, c7a1, g6);
    xor s6xor1(S[6], A[6], B[6], c6);
    wire c8a8, c8a7, c8a6, c8a5, c8a4, c8a3, c8a2, c8a1;
    and c8and1(c8a1, p7, g6);
    and c8and2(c8a2, p7, p6, g5);
    and c8and3(c8a3, p7, p6, p5, g4);
    and c8and4(c8a4, p7, p6, p5, p4, g3);
    and c8and5(c8a5, p7, p6, p5, p4, p3, g2);
    and c8and6(c8a6, p7, p6, p5, p4, p3, p2, g1);
    and c8and7(c8a7, p7, p6, p5, p4, p3, p2, p1, g0);
    and c8and8(c8a7, p7, p6, p5, p4, p3, p2, p1, p0, c0);
    or  c8or1(c8, c8a8, c8a7, c8a6, c8a5, c8a4, c8a3, c8a2, c8a1, g7);
    xor s8xor1(S[7], A[7], B[7], c7);
    assign c_out = c8;
endmodule
module dff(
    input d,
    input en,
    input clr,
    input clk,
    output reg q
);
    always @(posedge clk or posedge clr) begin
        if (clr)
            q <= 0;
        else if (en)
            q <= d;
    end
endmodule
module mantissa_div(
    input [13:0] dividend,
    input [6:0] divisor,
    input ctrl_div,
    input clk,
    output wire [6:0] quotient,
    output ready
);
    wire [15:0] RQ_in, RQ_out;
    register #(.WIDTH(16)) RQ(.out(RQ_out), .in(RQ_in), .clk(clk), .clr(1'b0), .en(1'b1));
    assign RQ_in = ctrl_div ? {2'b00, dividend} : {cla_out[7:0], RQ_out[6:1], ~cla_out[7], 1'b0};
    wire [7:0] cla_out, cla_B_in;
    wire c0_in;
    assign {c0_in, cla_B_in} = RQ_out[15] ? {1'b0, 1'b0, divisor} : {1'b1, 1'b1, ~divisor[6:0]};
    cla_8bit cla(.S(cla_out), .A(RQ_out[14:7]), .B(cla_B_in), .c0(c0_in));
    assign quotient = RQ_out[7:1];
    reg [3:0] counter;
    always @(posedge clk) begin
        if (ctrl_div) 
            counter <= 0;
        else 
            counter <= counter + 1;
    end
    assign ready = (counter == 7) ? 1 : 0;
endmodule
module register #(
    parameter WIDTH = 11
)(
    input [WIDTH-1:0] in,
    input clk,
    input clr,
    input en,
    output wire [WIDTH-1:0] out
);
    genvar i;
    generate
        for (i = 0; i < WIDTH; i = i + 1) begin
            dff flip_flop(.q(out[i]), .d(in[i]), .clk(clk), .clr(clr), .en(en));
        end
    endgenerate
endmodule
--- ./run.sh ---
#!/bin/bash
# OpenROAD 26Q1-2900-gdf79404cd8, Yosys 0.63+post, stock flow scripts
make -C /OpenROAD-flow-scripts/flow DESIGN_CONFIG=/design/flow/config.mk WORK_HOME=/design/flow/orfs finish
--- ./config.mk ---
export PLATFORM = sky130hd
export DESIGN_NAME = mantissa_div
export DESIGN_NICKNAME = mantissa_div
export VERILOG_FILES = /design/flow/design.v
export SDC_FILE = /design/flow/constraint.sdc
export NUM_CORES = 4
export LEC_CHECK = 1
export CORE_AREA = 10 10 107 107
export DIE_AREA = 0 0 117 117
--- ./constraint.sdc ---
current_design mantissa_div

set clk_period 2.4
set clk_io_pct 0.2

create_clock -name clk0 -period $clk_period [get_ports {clk}]

set non_clock_inputs [all_inputs -no_clocks]
set_input_delay [expr $clk_period * $clk_io_pct] -clock clk0 $non_clock_inputs
set_output_delay [expr $clk_period * $clk_io_pct] -clock clk0 [all_outputs]
==> run summary <==
This memo summarizes the results of the implementation run.

Outcome
The flow ran to the end, and the final reports show no timing, DRC or antenna violations.

Final layout
In this run the layout overhead on the synthesized area is reported as 44.1%. The final-layout fill cell count is 1,029. The share of post-route cells with drive strength above 1 is 0.185.

The non-filler instance count after layout is 268. The share of the core filled with cells is 0.182.

Min path
The class of the most critical hold timing path is reg2reg. Along the worst hold path, the cell count comes to 1.

Job
Across the run, the number of max-cap violations was 0. The count of tool warnings is 34.

STA
The worst-case max-slew headroom was logged as 0.758. The number of endpoints failing setup at the final stage is 0. The transition at the pin with the smallest max-transition slack is 361 ps. The hold violation count in the final report is 0. After layout, the minimum clock period comes to 2350 ps. The peak clock frequency supported by timing is 426 MHz. Across all hold checks on the routed design, the worst slack comes to 449 ps. The max-slew violation total from the final report is 0.

Setup repair after global routing could not meet its margin everywhere. The post-route worst setup slack is 51.1 ps. After layout, the setup clock skew is reported as 6.81 ps. The share of the clock period used by the worst path after layout is 0.979.

Worst setup path
Max fanout on the critical path was recorded as 2. The path depth of the worst reg2reg path is 9. The startpoint type of the worst setup path is an input port. Data on the critical path arrives at its endpoint at 2510 ps. The capturing element type of the critical path is a flip-flop. The critical path is of the in2reg type. The required time of the critical path is 2560 ps. The setup slack of the worst register-to-register path is 140 ps.

Synthesis
Per the synth stats, the proportion of register bits with asynchronous set or reset is 0. The cell count listed in synth_stat.txt is 125. Per the synth stats, the flop cell with the highest instance count is sky130_fd_sc_hd__dfxtp_1. The fraction of synthesized cell area taken by the top area cell type is 0.328.

The number of standard cells after synthesis is 125. The synthesized area is 1160 um2. The synthesized area per cell is 9.28 um2.

Synthesis inferred 19 register bits. The number of synthesized flops with an enable pin is 0. The number of warnings issued by yosys is 2.

For reference, the top cells by count after synthesis are sky130_fd_sc_hd__dfxtp_1 (19), sky130_fd_sc_hd__inv_1 (16), sky130_fd_sc_hd__ha_1 (15). The netlist uses 27 different library cells. The most common cell in the synthesized netlist is sky130_fd_sc_hd__dfxtp_1. The area recorded from the Yosys report for this design is 1160 um2.

The largest total area in the synthesized netlist belongs to sky130_fd_sc_hd__dfxtp_1. The synthesis report lists the most area-consuming cells as sky130_fd_sc_hd__dfxtp_1 (33%), sky130_fd_sc_hd__ha_1 (16%), sky130_fd_sc_hd__xor2_1 (9.1%). Per Yosys stat, the portion of area used by sequential elements is 0.328.

Routing
The number of nets with antenna violations after routing is 0. The final routed wire length divided by cell count is 9.63 um. The wire length after detailed routing is 2580 um. Per the detail_route report, the via count comes to 842.

The number of inserted diodes is 0. Dividing the detail-routed via count by the number of cells gives 3.14. Detailed-route iteration 0 reported a violation count of 6. The post-detailed-route DRC marker count is 0.

According to the report, the first pass of detailed routing completed in 2 iterations.

Clock network
Post-CTS timing repair inserted 0 buffers for setup. The clock root buffer master is sky130_fd_sc_hd__clkbuf_8. The clock input transition at the sequential cells of the worst setup and hold paths is 80 ps. Looking at the clock tree report, the H-tree level count equals 1.

The number of buffers on the longest clock path is 2. The number of buffers created by CTS is 3. The post-cts hold buffer count is 0. The clock network latency to the later pin of the worst-skew pair is 260 ps. The tree built by TritonCTS fans out to 19 sinks. The TritonCTS clock tree is done.

Power
The areal power density over the cells is 997 nW/um2. Overall power consumption after layout is estimated at 1.67 mW. The cell leakage power is 0.728 nW. The maximum VDD drop is 0.291 mV.

Global route
The via count of the first global-routing pass is 880. Summed over all routing layers, the global router reports a total usage of 0.0403. The initial antenna violation count is 0.

Recorded from the global router log, the overflow total was 0. The first global-routing pass estimated 4350 um of wire. Entering global routing, the biggest net connects 25 pins.

Die
From bottom edge to top edge, the die measures 117 um. The die area is 13,700 um2. Per the OpenROAD floorplan log, the width of the die is 117 um. For this configuration, the core starts out at a cell density of 0.126. In this run the core area contains 35 standard-cell rows. The count of boundary I/O pins is 31. The total area inside the core boundary comes to 9200 um2.

Placed design
The routability congestion estimate from global placement is 0.740. The total instance count after detailed placement is 264. STA on the placed design reports a worst setup slack of -243 ps. The port buffer count is 29. The detailed placement HPWL is 2120 um.
-- metrics by stage --
| step | area (um2) | setup TNS, ps |
|---|---|---|
| after floorplan | 1160 | 0 |
| after global placement | 1600 | -626 |
| after detailed placement | 1600 | -636 |
| after CTS | 1640 | 0 |
| after global routing | 1670 | -83.3 |
| final | 1670 | 0 |
-- cells by family (layout without fill, tap and decap cells) --
group / Yosys count / count (layout) / synth area share
AND-OR/OR-AND: 16 / 16 / 0.102
XOR/XNOR: 17 / 17 / 0.128
adder cells (fa/ha/maj): 15 / 15 / 0.162
buffers and inverters: 27 / 59 / 0.111
flip-flops: 19 / 19 / 0.328
multiplexers: 7 / 7 / 0.0680
AND/OR/NAND/NOR: 24 / 24 / 0.100
-- cells in the final DEF (no fill, tap or decap) --
cell type	synthesis	final
sky130_fd_sc_hd__clkdlybuf4s50_1	0	29
sky130_fd_sc_hd__nor2_1	5	5
sky130_fd_sc_hd__o21ai_0	4	4
sky130_fd_sc_hd__or4_1	1	1
sky130_fd_sc_hd__a21oi_1	3	2
sky130_fd_sc_hd__o21ai_1	3	3
sky130_fd_sc_hd__buf_4	7	10
sky130_fd_sc_hd__and3_1	1	1
sky130_fd_sc_hd__clkinv_2	0	1
sky130_fd_sc_hd__o21bai_4	1	1
sky130_fd_sc_hd__ha_1	15	15
sky130_fd_sc_hd__nand2b_1	2	2
sky130_fd_sc_hd__a2111oi_2	1	1
sky130_fd_sc_hd__mux2_1	1	1
sky130_fd_sc_hd__a211oi_2	1	2
sky130_fd_sc_hd__inv_1	16	16
sky130_fd_sc_hd__nor3_2	0	1
sky130_fd_sc_hd__nand3_1	1	1
sky130_fd_sc_hd__xor2_1	12	10
sky130_fd_sc_hd__xnor2_1	5	5
sky130_fd_sc_hd__nor3b_1	1	1
sky130_fd_sc_hd__nor2b_1	3	3
sky130_fd_sc_hd__o21bai_1	2	2
sky130_fd_sc_hd__a21oi_2	0	1
sky130_fd_sc_hd__clkbuf_8	0	3
sky130_fd_sc_hd__nand2_1	8	8
sky130_fd_sc_hd__dfxtp_1	19	18
sky130_fd_sc_hd__mux2_2	6	6
sky130_fd_sc_hd__dfxtp_2	0	1
sky130_fd_sc_hd__xor2_2	0	2
sky130_fd_sc_hd__nor3_1	2	1
-- path summary, 6_finish.rpt --
kind | from | endpoint
worst max register to register | RQ.genblk1[15].flip_flop.q | RQ.genblk1[13].flip_flop.q
worst min register to register | counter[0] | counter[0]
worst min-delay path | counter[0] | counter[0]
worst max-delay path | divisor[1] | RQ.genblk1[1].flip_flop.q
-- sequential cells by signal (all words and copies together), names as in the netlist --
register,count
counter,4
RQ.genblk1.flip_flop.q,15
-- final cells by class --
cell class | instances | area, um2 | share of cell area
inverters | 16 | 60.1 | 0.0359
well taps | 111 | 139 | 0.0831
clock inverters | 1 | 5.00 | 0.00299
repair buffers | 39 | 365 | 0.219
multi-input cells | 79 | 679 | 0.406
clock buffers | 3 | 41.3 | 0.0247
flip-flops and latches | 19 | 382 | 0.228
-- layer usage --
metal,up-vias,track usage,part of all wire
li1,455,-,-
met1,368,0.0493,0.43
met2,19,0.0686,0.49
met3,0,0.0165,0.079
met4,0,0.000824,0
met5,-,0,0
-- critical path, stage by stage --
cell and delay (ps):
sky130_fd_sc_hd__clkdlybuf4s50_1 500, sky130_fd_sc_hd__xor2_2 150, sky130_fd_sc_hd__inv_1 60, sky130_fd_sc_hd__ha_1 180, sky130_fd_sc_hd__nor3b_1 160, sky130_fd_sc_hd__a211oi_2 240
sky130_fd_sc_hd__a211oi_2 110, sky130_fd_sc_hd__or4_1 420, sky130_fd_sc_hd__and3_1 190
-- what timing repair did --
action / CTS / global route
endpoints found under the setup margin: 0 / 2
gates resized: 0 / 6
endpoints found under the hold margin: 0 / 0
-- power breakdown --
| part | switching (mW) | internal, mW | leakage (nW) |
|---|---|---|---|
| combinational | 0.419 | 0.541 | 0.543 |
| clock | 0.111 | 0.115 | 0.0255 |
| sequential | 0.0636 | 0.417 | 0.159 |
Power is estimated from default activity; no workload was simulated.
